### flow/run.sh
#!/bin/bash
# OpenROAD 26Q1-2900-gdf79404cd8, Yosys 0.63+post, stock flow scripts
make -C /OpenROAD-flow-scripts/flow DESIGN_CONFIG=/design/flow/config.mk WORK_HOME=/design/flow/orfs finish
### flow/config.mk
export PLATFORM = sky130hd
export DESIGN_NAME = flopens
export DESIGN_NICKNAME = flopens
export VERILOG_FILES = /design/flow/design.v
export SDC_FILE = /design/flow/constraint.sdc
export NUM_CORES = 4
export LEC_CHECK = 1
export CORE_AREA = 10 10 70 70
export DIE_AREA = 0 0 80 80
### flow/constraint.sdc
current_design flopens

set clk_period 1.5
set clk_io_pct 0.2

create_clock -name clk0 -period $clk_period [get_ports {clk}]

set non_clock_inputs [all_inputs -no_clocks]
set_input_delay [expr $clk_period * $clk_io_pct] -clock clk0 $non_clock_inputs
set_output_delay [expr $clk_period * $clk_io_pct] -clock clk0 [all_outputs]
### flow/design.v
`timescale 1ns/1ns
module flopens #(parameter WIDTH = 8)
   (input                  clk, set,
    input 		   en,
    input [WIDTH-1:0] 	   d, 
    output reg [WIDTH-1:0] q);
   always @(posedge clk, posedge set)
     if      (set) q <= #1 1;
     else if (en)  q <= #1 d;
endmodule  
==> impl_results.rst <==
Physical design figures
=======================

.. list-table::
   :header-rows: 1

   * - Metric
     - Value
   * - Status
     - finished clean
   * - Vias in the first global route
     - roughly 260
   * - Number of rows in the core area
     - 21
   * - Leading cell types by count after synthesis
     - sky130_fd_sc_hd__mux2_4 (8), sky130_fd_sc_hd__dfrtp_1 (7), sky130_fd_sc_hd__buf_6 (1), sky130_fd_sc_hd__dfstp_2 (1), sky130_fd_sc_hd__inv_1 (1)
   * - Worst Setup Path Type
     - flop to primary output
   * - Gate family responsible for the most delay along the worst path
     - buffers and inverters
   * - Number of nets with antenna violations after detailed routing
     - 0
   * - Detailed-routing iteration count for the pre-antenna-repair pass
     - 2
   * - Number of clock sinks
     - 8
   * - Crit path max-delay cell type
     - sky130_fd_sc_hd__clkdlybuf4s50_1
   * - DRC errors left
     - 0
   * - EDFF count, synth
     - 0
   * - Overall die area
     - 6400 µm²
   * - Required time of the worst setup path
     - 1.20 ns
   * - Count of endpoints failing hold in the final timing report
     - 0
   * - TritonCTS clock tree
     - built
   * - Post-Place Cell Area
     - around 580 µm²
   * - Maximum operating frequency
     - 717 MHz
   * - Cell chosen for the clock root
     - sky130_fd_sc_hd__clkbuf_4
   * - Cell count listed in synth_stat.txt
     - 18
   * - Layout cells sized above 1
     - 0.325
   * - Pwr Total
     - 0.550 mW
   * - Total non-filler cell area in the finished layout
     - just over 600 µm²
   * - Tool warnings
     - 25
   * - Clock period minus final worst setup slack
     - roughly 1.4 ns
   * - Portion of the post-synthesis area used by sequential elements
     - 0.599
   * - Pleak
     - about 0.26 nW
   * - Cts bufs inserted
     - 3
   * - Startpoint Class
     - flop
   * - Tcrit/Tclk final
     - 0.929
   * - GPL Wtd Cong
     - 0.736
   * - Cell types occupying the most area after synthesis
     - sky130_fd_sc_hd__dfrtp_1 (52%), sky130_fd_sc_hd__mux2_4 (36%), sky130_fd_sc_hd__dfstp_2 (7.8%), sky130_fd_sc_hd__buf_6 (3.3%), sky130_fd_sc_hd__inv_1 (1.1%)
   * - Clock latency on the worst-skew pair
     - 0.25 ns
   * - Initial standard-cell utilization of the core
     - 0.0985
   * - Area leader, netlist
     - sky130_fd_sc_hd__dfrtp_1
   * - Signal arrival time at the worst endpoint
     - 1.09 ns
   * - Power density over cell area
     - about 900 nW/µm²
   * - Largest fanout on the critical path
     - 2
   * - Clock Pin Slew Worst Setup and Hold Paths
     - approximately 0.06 ns
   * - Number of post-CTS setup repair buffers
     - 0
   * - CTS Hold Buffers Added
     - 0
   * - Syn Area/Cell
     - between 15 and 20 µm²
   * - Count of final max-slew check failures
     - 0
   * - Total GRT Usage
     - 0.0298
   * - Ports placed on the boundary
     - 19
   * - DR vias
     - roughly 210
   * - Area growth from synthesis to layout
     - 80.7%
   * - Most repeated cell in the gate-level netlist after synthesis
     - sky130_fd_sc_hd__mux2_4
   * - Overflow left after global routing
     - 0
   * - Yosys synthesis warning count
     - 1
   * - Register with the most flip-flops
     - q
   * - Unique cell types
     - 5
   * - Number of cells after detailed placement
     - around 82
   * - Resize count post-CTS
     - 1
   * - Synth flops
     - 8
   * - Synth Flop Type
     - sky130_fd_sc_hd__dfrtp_1
   * - Hold WC Path Type
     - primary input to asynchronous set/reset pin
   * - YS chip area
     - between 300 and 400 µm²
   * - Biggest registers after layout
     - q: 8 flops
   * - Combined area of all synthesized cells
     - 337 µm²
   * - Maximum Capacitance Violations
     - 0
   * - Final routed wirelength across all metal layers
     - approximately 860 µm
   * - Number of standard cells in the final layout excluding fillers
     - around 86
   * - Core Footprint
     - 3420 µm²
   * - Die height
     - ~80 µm
   * - Number of flip-flops under the largest register name
     - 8
   * - Antenna violations before repair
     - 0
   * - Utilization after layout
     - 0.178
   * - Number of instances in the synthesized netlist
     - 18
   * - Initial detailed-routing violation count
     - 20
   * - Final count of negative-setup-slack endpoints
     - 0
   * - CP max stage delay
     - roughly 0.48 ns
   * - Width of the chip
     - around 80 µm
   * - Ys async rst share
     - 1.00
   * - Kind of end point of the critical path
     - primary output
   * - Maximum resistive drop on vdd
     - ~380 µV
   * - Number of vias per cell
     - ~2.5
   * - Buffer-and-inverter tally for the worst setup path
     - 1
   * - Routed length per instance
     - ~10 µm
   * - Layout Skew
     - 0 ns
   * - Cells traversed along the worst timing path
     - clkdlybuf4s50_1
   * - Area share of the largest cell type after synthesis
     - 0.520
   * - Maximum number of pins on one net before global-route repair
     - 9
   * - Depth of the CTS H-tree
     - 1
   * - Maximum number of buffers from clock root to sink
     - 2
   * - RSZ-0062 raised after global routing
     - false
   * - Filler Cells Inserted
     - between 300 and 400
   * - Worst slew margin relative to its limit
     - 0.795
   * - Inserted Diodes
     - 0
   * - Total negative setup slack
     - 0 ns
   * - Measured slew at the worst slew-check pin
     - about 0.31 ns
   * - IO buf count
     - 18
   * - Wire length of the first global-routing pass
     - approximately 1400 µm
==> metrics by stage <==
step / setup slack (ns) / hold WS, ns
6_report: 0.106 / 0.286
5_1_grt: 0.0349 / 0.300
4_1_cts: 0.0826 / 0.294
3_5_place_dp: 0.124 / 0.495
3_3_place_gp: 0.134 / 0.503
2_1_floorplan: 0.658 / 0.115
==> placed cells by master (no fill, tap or decap) <==
cell,count
sky130_fd_sc_hd__buf_12,1
sky130_fd_sc_hd__clkbuf_1,1
sky130_fd_sc_hd__clkbuf_4,3
sky130_fd_sc_hd__clkdlybuf4s50_1,17
sky130_fd_sc_hd__dfrtp_1,7
sky130_fd_sc_hd__dfstp_2,1
sky130_fd_sc_hd__dlygate4sd2_1,1
sky130_fd_sc_hd__inv_1,1
sky130_fd_sc_hd__mux2_4,8
==> layer usage <==
metal / vias to the layer above / share of wire / GRT usage
li1: 103 / - / -
met5: - / 0 / 0
met3: 0 / 0.17 / 0.0341
met4: 0 / 0 / 0
met2: 22 / 0.22 / 0.0225
met1: 88 / 0.61 / 0.0473
==> cell families (layout without fill, tap and decap cells) <==
kind of cell	after synthesis	in the layout	synth area share
buffers and inverters	2	24	0.0446
flip-flops	8	8	0.599
multiplexers	8	8	0.357
==> path summary, 6_finish.rpt <==
| check | from | endpoint | slack [ns] | cells after the start |
|---|---|---|---|---|
| max | q[6] | q[6] | 0.11 | 1 |
| min | set | q[3] | 0.29 | 2 |
| max reg2reg | q[7] | q[7] | 0.74 | 1 |
| min reg2reg | q[4] | q[4] | 0.51 | 1 |
| max in group asynchronous | set | q[0] | 0.92 | 2 |
| min in group clk0 | q[4] | q[4] | 0.51 | 1 |
==> power breakdown <==
group	internal (mW)	switching (mW)
clock	0.102	0.0798
combinational	0.0923	0.0248
sequential	0.240	0.0109
==> final cells by class <==
class / instances / area (µm²) / share of cell area
Tap cell: 46 / 57.6 / 0.0947
Clock buffer: 4 / 26.3 / 0.0432
Sequential cell: 8 / 201 / 0.331
Multi-Input combinational cell: 8 / 120 / 0.198
Timing Repair Buffer: 19 / 199 / 0.327
Inverter: 1 / 3.75 / 0.00617
Power figures rest on the tool's default switching activity, not on a simulated workload.
